==> design/flow/design.v <==
module myrisc16
(
    in_clock,
    in_reset,
    out_led
);
    input in_clock;
    input in_reset;
    output [7:0]out_led;
    reg [7:0]out_led;
    reg [15:0]inst;
    reg [15:0]pc;
    reg [15:0]reg__value[7:0];
    reg [15:0]mem__value[15:0];
    reg [1:0]xstate;
    reg [7:0]XCOUNT;
    reg [15:0]memadd;
    reg [9:0]imm10;
    reg [15:0]simm7;
    reg [2:0]regc;
    reg [2:0]regb;
    reg [2:0]rega;
    reg [2:0]opcode;
    reg [1:0]xstate_next;
    always @(  
        mem__value[0] or
        mem__value[1] or
        mem__value[2] or
        mem__value[3] or
        mem__value[4] or
        mem__value[5] or
        mem__value[6] or
        mem__value[7] or
        mem__value[8] or
        mem__value[9] or
        mem__value[10] or
        mem__value[11] or
        mem__value[12] or
        mem__value[13] or
        mem__value[14] or
        mem__value[15]         
 or
        inst or
        xstate or
        reg__value[0] or
        reg__value[1] or
        reg__value[2] or
        reg__value[3] or
        reg__value[4] or
        reg__value[5] or
        reg__value[6] or
        reg__value[7]         
 )
    begin: top_code__comb_code
    reg [15:0]simm7__var;
    reg [1:0]xstate_next__var;
    reg [15:0]memadd__var;
        out_led = mem__value[15][7:0];
        opcode = inst[15:13];
        rega = inst[12:10];
        regb = inst[9:7];
        regc = inst[2:0];
        if ((inst[6]==1'h0))
        begin
            simm7__var = {9'h0,inst[6:0]};
        end  
        else
        begin
            simm7__var = {9'h1ff,inst[6:0]};
        end  
        imm10 = inst[9:0];
        xstate_next__var = 2'h3;
        case (xstate) //synopsys parallel_case
        2'h0:  
            begin
            xstate_next__var = 2'h1;
            end
        2'h1:  
            begin
            xstate_next__var = 2'h2;
            end
        2'h2:  
            begin
            xstate_next__var = 2'h1;
            case (opcode) //synopsys parallel_case
            3'h0:  
                begin
                end
            3'h1:  
                begin
                end
            3'h2:  
                begin
                end
            3'h3:  
                begin
                end
            3'h4:  
                begin
                memadd__var = (reg__value[regb]+simm7__var);
                end
            3'h5:  
                begin
                memadd__var = (reg__value[regb]+simm7__var);
                end
            3'h6:  
                begin
                end
            default:  
                begin
                if ((inst[6:0]!=7'h0))
                begin
                    xstate_next__var = 2'h3;
                end  
                end
            endcase
            end
        default:  
            begin
            xstate_next__var = 2'h3;
            end
        endcase
        simm7 = simm7__var;
        xstate_next = xstate_next__var;
        memadd = memadd__var;
    end  
    always @( posedge in_clock or posedge in_reset)
    begin : top_code__posedge_in_clock_active_high_in_reset__code
        if (in_reset==1'b1)
        begin
            XCOUNT <= 8'h0;
            pc <= 16'h0;
            reg__value[0] <= 16'h0;
            reg__value[1] <= 16'h0;
            reg__value[2] <= 16'h0;
            reg__value[3] <= 16'h0;
            reg__value[4] <= 16'h0;
            reg__value[5] <= 16'h0;
            reg__value[6] <= 16'h0;
            reg__value[7] <= 16'h0;
            mem__value[0] <= 16'hffff;
            mem__value[1] <= 16'hffff;
            mem__value[2] <= 16'hffff;
            mem__value[3] <= 16'hffff;
            mem__value[4] <= 16'hffff;
            mem__value[5] <= 16'hffff;
            mem__value[6] <= 16'hffff;
            mem__value[7] <= 16'hffff;
            mem__value[8] <= 16'hffff;
            mem__value[9] <= 16'hffff;
            mem__value[10] <= 16'hffff;
            mem__value[11] <= 16'hffff;
            mem__value[12] <= 16'hffff;
            mem__value[13] <= 16'hffff;
            mem__value[14] <= 16'hffff;
            mem__value[15] <= 16'hffff;
            inst <= 16'h0;
            xstate <= 2'h0;
        end
        else
        begin
            XCOUNT <= (XCOUNT+8'h1);
            case (xstate) //synopsys parallel_case
            2'h0:  
                begin
                pc <= 16'h0;
                reg__value[0] <= 16'h0;
                reg__value[1] <= 16'h1;
                reg__value[2] <= 16'h2;
                reg__value[3] <= 16'h3;
                reg__value[4] <= 16'h4;
                reg__value[5] <= 16'h5;
                reg__value[6] <= 16'h6;
                reg__value[7] <= 16'h7;
                mem__value[0] <= 16'h6c00;
                mem__value[1] <= 16'h240a;
                mem__value[2] <= 16'h4800;
                mem__value[3] <= 16'h482;
                mem__value[4] <= 16'hc401;
                mem__value[5] <= 16'hc07d;
                mem__value[6] <= 16'h2d81;
                mem__value[7] <= 16'h8c1f;
                mem__value[8] <= 16'hc078;
                mem__value[9] <= 16'hffff;
                mem__value[10] <= 16'hffff;
                mem__value[11] <= 16'hffff;
                mem__value[12] <= 16'hffff;
                mem__value[13] <= 16'hffff;
                mem__value[14] <= 16'hffff;
                mem__value[15] <= 16'hffff;
                end
            2'h1:  
                begin
                inst <= mem__value[pc[3:0]];
                pc <= (pc+16'h1);
                end
            2'h2:  
                begin
                case (opcode) //synopsys parallel_case
                3'h0:  
                    begin
                    reg__value[rega] <= (reg__value[regb]+reg__value[regc]);
                    end
                3'h1:  
                    begin
                    reg__value[rega] <= (reg__value[regb]+simm7);
                    end
                3'h2:  
                    begin
                    reg__value[rega] <= ~(reg__value[regb] & reg__value[regc]);
                    end
                3'h3:  
                    begin
                    reg__value[rega] <= {imm10,6'h0};
                    end
                3'h4:  
                    begin
                    mem__value[memadd[3:0]] <= reg__value[rega];
                    end
                3'h5:  
                    begin
                    reg__value[rega] <= mem__value[memadd[3:0]];
                    end
                3'h6:  
                    begin
                    if ((reg__value[rega]==reg__value[regb]))
                    begin
                        pc <= (pc+simm7);
                    end  
                    end
                default:  
                    begin
                    reg__value[rega] <= pc;
                    pc <= reg__value[regb];
                    end
                endcase
                end
            default:  
                begin
                end
            endcase
            xstate <= xstate_next;
            reg__value[0] <= 16'h0;
        end  
    end  
endmodule  
module myrisc1602
(
    clk,
    PMOD4,
    PMOD3,
    PMOD2,
    PMOD1,
    LED5,
    LED4,
    LED3,
    LED2,
    LED1
);
    input clk;
    input PMOD4;
    input PMOD3;
    input PMOD2;
    input PMOD1;
    output LED5;
    output LED4;
    output LED3;
    output LED2;
    output LED1;
    reg LED5;
    reg LED4;
    reg LED3;
    reg LED2;
    reg LED1;
    reg [15:0]led_out;
    always @*
    begin
        LED1 = led_out[2];
        LED2 = led_out[3];
        LED3 = led_out[4];
        LED4 = led_out[5];
        LED5 = led_out[6];
    end
    myrisc16 myrisc16x
    (
        .in_clock(clk),
        .in_reset(PMOD4),
        .out_led(led_out)
    );
endmodule  
==> design/flow/run.sh <==
#!/bin/bash
# OpenROAD 26Q1-2900-gdf79404cd8, Yosys 0.63+post, stock flow scripts
make -C /OpenROAD-flow-scripts/flow DESIGN_CONFIG=/design/flow/config.mk WORK_HOME=/design/flow/orfs finish
==> design/flow/config.mk <==
export PLATFORM = sky130hd
export DESIGN_NAME = myrisc1602
export DESIGN_NICKNAME = myrisc1602
export VERILOG_FILES = /design/flow/design.v
export SDC_FILE = /design/flow/constraint.sdc
export NUM_CORES = 4
export LEC_CHECK = 1
export CORE_UTILIZATION = 40
==> design/flow/constraint.sdc <==
current_design myrisc1602

set clk_period 8.0
set clk_io_pct 0.2

create_clock -name clk0 -period $clk_period [get_ports {clk}]

set non_clock_inputs [all_inputs -no_clocks]
set_input_delay [expr $clk_period * $clk_io_pct] -clock clk0 $non_clock_inputs
set_output_delay [expr $clk_period * $clk_io_pct] -clock clk0 [all_outputs]
==> results.txt <==
yosys + openroad results -> area of placed instances approximately 26000 sq um, Min-Delay Endpoint myrisc16x.mem__value[0][15], CP Data Arrival Time 7.17 ns, fp util 0.405, Antenna Nets Post-Route 0, GRT Util Overall 0.340, placement-stage worst setup slack 1.70 ns, PnR worst setup slack around 1.3 ns, largest net degree at the start of global routing 133, hold crit path type reg2reg, detailed placement HPWL 68400 um, FF-to-FF Start myrisc16x.inst[7], Slew @ Worst Pin around 1.1 ns, Setup crit end kind register, Hold Buf Count CTS 0, design area 27800 sq um, cell count after synthesis 2777, RSZ-0062 raised after global routing false, first-pass GRT wire length 153000 um, core area 61700 sq um, mean post-synth cell area around 9.0 sq um, startpoint types register, htree depth 2, Area Growth Syn to Fin 11.1%, Distinct cells, synth just over 90, Post-CTS Repair Setup Buffers 0, EDFF count, synth 0, Seq cells post-synth between 400 and 500, status finished clean, chip area 63600 sq um, post-synth top area cell dfstp_2, GRT overflow 0, initial antenna violation count 6, dominant register cell dfstp_2, Die Y 252 um, IO Count 10, worst r2r path cells 14, Post-CTS Resized 0, yosys warns 6, setup_tns 0 ns, TritonCTS clock tree built, register share after synthesis 0.416, fin crit share 0.836, Area leader share 0.270, routed vias between 20000 and 25000, cell area after synthesis approximately 25000 sq um, max incr delay on CP 0.74 ns, Port Buffer Count 6, count of final setup violators 0, tool warning count 37, async set-reset flop share out of synthesis 1.00, fin util 0.450, DRT iter0 DRCs 2331, Chip Area, Yosys between 20000 and 30000 sq um, Yosys Instances 2777, Max Clock Skew 0.0439 ns, clock transition at the registers of the reported paths ~0.060 ns, CTS root buffer clkbuf_16, ratio of cells with drive above 1 in the final layout 0.227, Hold Fails Final Rpt 0, Worst EP required 8.48 ns, most numerous cell in the Yosys netlist nand2_1, Top cells by area dfstp_2 27%, dfrtp_1 15%, o21ai_0 7.6%, Worst Hold Launch myrisc16x.mem__value[0][15], routability cong. 1.00, total of max-cap violations 0, Post-Route WL 103000 um, Critical-path top delay cell o31ai_2, Detailed Routing Iterations Pass 1 9, WHS Path Cells 2, Clk Latency, worst-skew pair 0.62 ns, DIE WIDTH ~250 um, cell breakdown of the critical path buf_4 > mux2_2 > a221oi_1 > nor2_1 > ha_1 > a21oi_1 > a21oi_1 > or4_4 > nand2_4 > a211oi_1 > a2111o_1 > o31ai_2 > a31oi_1 > mux2_2, top cells by count, synth 481 x nand2_1, 379 x o21ai_0, 257 x dfstp_2, DR WL/cell 28.6 um, relative slew slack 0.275, CTS sink cnt about 400, Slew Limit Fails 0, Fillers 5835, vias in the first global route roughly 23000, worst-case clock buffer depth 3, critical path peak fanout 42, kind of critical path reg2reg, DRC 0, FF-to-FF setup slack approximately 1.3 ns, CTS buffer count between 40 and 50, Vias/cell 6.50, Achievable Freq 150 MHz, worst reg2reg endpoint myrisc16x.reg__value[2][10], Site Rows 91, fin crit period 6.69 ns
## through the flow
stage	std cells	hold WS, ns
floorplan	2777	0.352
detailed placement	3521	0.466
global placement	3521	0.462
finish	3607	0.480
global route	3605	0.496
CTS	3605	0.479
## layout by cell type, fill, tap and decap left out, types with 9 or more instances in the layout
cell type  Yosys  routed
a221oi_1      85      85
o31ai_1       40      40
ha_1          37      36
and2_1        28      28
nand2_1      481     481
clkbuf_16      0      46
buf_4          4     124
o221ai_1      25      25
o21a_1        17      17
nor2_1       115     115
clkinv_2       0      13
inv_1         46      45
mux2_2       104     104
mux4_2        26      26
a22o_1        35      35
nand3_1       55      55
o22ai_1       17      17
nand4_1       36      36
nand2b_1      13      13
dfrtp_1      146     144
o21ai_0      379     374
a221o_1       15      15
nor3_1        42      42
o21ai_1       12      13
xnor2_1       34      33
a22oi_1       77      77
a21o_1         9       9
a21oi_1      114     113
and3_1        22      22
a31oi_1       25      25
mux2i_1       82      82
clkbuf_1     185      10
nor2b_1       20      20
dfstp_2      257     257
## registers in the layout (all words and copies together), names as in the netlist
name,count
myrisc16x.xstate,3
myrisc16x.reg__value,112
myrisc16x.inst,16
myrisc16x.mem__value,256
myrisc16x.pc,16
## cell families after synthesis
| group | count (synthesis) | synth area share |
|---|---|---|
| other cells | 1 | 0.000150 |
| fa+ha+maj | 40 | 0.0209 |
| simple gates | 851 | 0.151 |
| buf+inv | 274 | 0.0444 |
| mux | 212 | 0.103 |
| compound gates | 953 | 0.250 |
| xor+xnor | 43 | 0.0151 |
| flops | 403 | 0.416 |
## worst max-delay path, delay by kind of cell (launching register included)
kind,cells,cell delay [ns]
buffers and inverters,1,0.42
AND/OR/NAND/NOR,3,1.46
multiplexers,2,0.83
AND-OR/OR-AND,7,2.70
flip-flops,1,0.62
adder cells (fa/ha/maj),1,0.47
## layer usage
layer  up-vias  track usage  wire (um)
li1      10215            -          -
met1     11504        0.468      40300
met2      1409        0.462      42700
met3       299        0.178      15100
met4        10        0.133       4910
met5         -     0.000772        101
## area by class of cell
class,count,area (sq um),share of cell area
sequential,403,10400,0.374
antenna,2,5.00,0.000180
multi-input combinational,2100,13600,0.488
inverter,49,188,0.00675
tap,837,1050,0.0377
clock inverter,23,308,0.0111
clock buffer,61,1260,0.0452
timing repair buffer,132,1030,0.0371
## worst max-delay path by stage
stage     depth (start not counted)         startpoint                          end  slack (ns)
4_1_cts                          14  myrisc16x.inst[7]  myrisc16x.reg__value[2][10]        1.65
5_1_grt                          14  myrisc16x.inst[7]  myrisc16x.reg__value[5][10]        1.30
6_report                         14  myrisc16x.inst[7]  myrisc16x.reg__value[2][10]        1.31
