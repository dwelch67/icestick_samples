## ./design.v

```verilog
module myrisc16
(
    in_clock,
    in_reset,
    out_led
);
    input in_clock;
    input in_reset;
    output [7:0]out_led;
    reg [7:0]out_led;
    reg [15:0]inst;
    reg [15:0]pc;
    reg [15:0]reg__value[7:0];
    reg [15:0]mem__value[15:0];
    reg [1:0]xstate;
    reg [7:0]XCOUNT;
    reg [15:0]memadd;
    reg [9:0]imm10;
    reg [15:0]simm7;
    reg [2:0]regc;
    reg [2:0]regb;
    reg [2:0]rega;
    reg [2:0]opcode;
    reg [1:0]xstate_next;
    always @(  
        mem__value[0] or
        mem__value[1] or
        mem__value[2] or
        mem__value[3] or
        mem__value[4] or
        mem__value[5] or
        mem__value[6] or
        mem__value[7] or
        mem__value[8] or
        mem__value[9] or
        mem__value[10] or
        mem__value[11] or
        mem__value[12] or
        mem__value[13] or
        mem__value[14] or
        mem__value[15]         
 or
        inst or
        xstate or
        reg__value[0] or
        reg__value[1] or
        reg__value[2] or
        reg__value[3] or
        reg__value[4] or
        reg__value[5] or
        reg__value[6] or
        reg__value[7]         
 )
    begin: top_code__comb_code
    reg [15:0]simm7__var;
    reg [1:0]xstate_next__var;
    reg [15:0]memadd__var;
        out_led = mem__value[15][7:0];
        opcode = inst[15:13];
        rega = inst[12:10];
        regb = inst[9:7];
        regc = inst[2:0];
        if ((inst[6]==1'h0))
        begin
            simm7__var = {9'h0,inst[6:0]};
        end  
        else
        begin
            simm7__var = {9'h1ff,inst[6:0]};
        end  
        imm10 = inst[9:0];
        xstate_next__var = 2'h3;
        case (xstate) //synopsys parallel_case
        2'h0:  
            begin
            xstate_next__var = 2'h1;
            end
        2'h1:  
            begin
            xstate_next__var = 2'h2;
            end
        2'h2:  
            begin
            xstate_next__var = 2'h1;
            case (opcode) //synopsys parallel_case
            3'h0:  
                begin
                end
            3'h1:  
                begin
                end
            3'h2:  
                begin
                end
            3'h3:  
                begin
                end
            3'h4:  
                begin
                memadd__var = (reg__value[regb]+simm7__var);
                end
            3'h5:  
                begin
                memadd__var = (reg__value[regb]+simm7__var);
                end
            3'h6:  
                begin
                end
            default:  
                begin
                if ((inst[6:0]!=7'h0))
                begin
                    xstate_next__var = 2'h3;
                end  
                end
            endcase
            end
        default:  
            begin
            xstate_next__var = 2'h3;
            end
        endcase
        simm7 = simm7__var;
        xstate_next = xstate_next__var;
        memadd = memadd__var;
    end  
    always @( posedge in_clock or posedge in_reset)
    begin : top_code__posedge_in_clock_active_high_in_reset__code
        if (in_reset==1'b1)
        begin
            XCOUNT <= 8'h0;
            pc <= 16'h0;
            reg__value[0] <= 16'h0;
            reg__value[1] <= 16'h0;
            reg__value[2] <= 16'h0;
            reg__value[3] <= 16'h0;
            reg__value[4] <= 16'h0;
            reg__value[5] <= 16'h0;
            reg__value[6] <= 16'h0;
            reg__value[7] <= 16'h0;
            mem__value[0] <= 16'hffff;
            mem__value[1] <= 16'hffff;
            mem__value[2] <= 16'hffff;
            mem__value[3] <= 16'hffff;
            mem__value[4] <= 16'hffff;
            mem__value[5] <= 16'hffff;
            mem__value[6] <= 16'hffff;
            mem__value[7] <= 16'hffff;
            mem__value[8] <= 16'hffff;
            mem__value[9] <= 16'hffff;
            mem__value[10] <= 16'hffff;
            mem__value[11] <= 16'hffff;
            mem__value[12] <= 16'hffff;
            mem__value[13] <= 16'hffff;
            mem__value[14] <= 16'hffff;
            mem__value[15] <= 16'hffff;
            inst <= 16'h0;
            xstate <= 2'h0;
        end
        else
        begin
            XCOUNT <= (XCOUNT+8'h1);
            case (xstate) //synopsys parallel_case
            2'h0:  
                begin
                pc <= 16'h0;
                reg__value[0] <= 16'h0;
                reg__value[1] <= 16'h1;
                reg__value[2] <= 16'h2;
                reg__value[3] <= 16'h3;
                reg__value[4] <= 16'h4;
                reg__value[5] <= 16'h5;
                reg__value[6] <= 16'h6;
                reg__value[7] <= 16'h7;
                mem__value[0] <= 16'h6c00;
                mem__value[1] <= 16'h240a;
                mem__value[2] <= 16'h4800;
                mem__value[3] <= 16'h482;
                mem__value[4] <= 16'hc401;
                mem__value[5] <= 16'hc07d;
                mem__value[6] <= 16'h2d81;
                mem__value[7] <= 16'h8c1f;
                mem__value[8] <= 16'hc078;
                mem__value[9] <= 16'hffff;
                mem__value[10] <= 16'hffff;
                mem__value[11] <= 16'hffff;
                mem__value[12] <= 16'hffff;
                mem__value[13] <= 16'hffff;
                mem__value[14] <= 16'hffff;
                mem__value[15] <= 16'hffff;
                end
            2'h1:  
                begin
                inst <= mem__value[pc[3:0]];
                pc <= (pc+16'h1);
                end
            2'h2:  
                begin
                case (opcode) //synopsys parallel_case
                3'h0:  
                    begin
                    reg__value[rega] <= (reg__value[regb]+reg__value[regc]);
                    end
                3'h1:  
                    begin
                    reg__value[rega] <= (reg__value[regb]+simm7);
                    end
                3'h2:  
                    begin
                    reg__value[rega] <= ~(reg__value[regb] & reg__value[regc]);
                    end
                3'h3:  
                    begin
                    reg__value[rega] <= {imm10,6'h0};
                    end
                3'h4:  
                    begin
                    mem__value[memadd[3:0]] <= reg__value[rega];
                    end
                3'h5:  
                    begin
                    reg__value[rega] <= mem__value[memadd[3:0]];
                    end
                3'h6:  
                    begin
                    if ((reg__value[rega]==reg__value[regb]))
                    begin
                        pc <= (pc+simm7);
                    end  
                    end
                default:  
                    begin
                    reg__value[rega] <= pc;
                    pc <= reg__value[regb];
                    end
                endcase
                end
            default:  
                begin
                end
            endcase
            xstate <= xstate_next;
            reg__value[0] <= 16'h0;
        end  
    end  
endmodule  
module myrisc1601
(
    clk,
    PMOD4,
    PMOD3,
    PMOD2,
    PMOD1,
    LED5,
    LED4,
    LED3,
    LED2,
    LED1
);
    input clk;
    input PMOD4;
    input PMOD3;
    input PMOD2;
    input PMOD1;
    output LED5;
    output LED4;
    output LED3;
    output LED2;
    output LED1;
    reg LED5;
    reg LED4;
    reg LED3;
    reg LED2;
    reg LED1;
    reg [7:0]led_out;
    always @*
    begin
        LED1 = led_out[0];
        LED2 = led_out[2];
        LED3 = led_out[3];
        LED4 = led_out[4];
        LED5 = led_out[5];
    end
    myrisc16 myrisc16x
    (
        .in_clock(clk),
        .in_reset(PMOD4),
        .out_led(led_out)
    );
endmodule  
```

## ./run.sh

```bash
#!/bin/bash
# OpenROAD 26Q1-2900-gdf79404cd8, Yosys 0.63+post, stock flow scripts
make -C /OpenROAD-flow-scripts/flow DESIGN_CONFIG=/design/flow/config.mk WORK_HOME=/design/flow/orfs finish
```

## ./config.mk

```make
export PLATFORM = sky130hd
export DESIGN_NAME = myrisc1601
export DESIGN_NICKNAME = myrisc1601
export VERILOG_FILES = /design/flow/design.v
export SDC_FILE = /design/flow/constraint.sdc
export NUM_CORES = 4
export LEC_CHECK = 1
export CORE_UTILIZATION = 30
```

## ./constraint.sdc

```tcl
current_design myrisc1601

set clk_period 10.6
set clk_io_pct 0.2

create_clock -name clk0 -period $clk_period [get_ports {clk}]

set non_clock_inputs [all_inputs -no_clocks]
set_input_delay [expr $clk_period * $clk_io_pct] -clock clk0 $non_clock_inputs
set_output_delay [expr $clk_period * $clk_io_pct] -clock clk0 [all_outputs]
```

==> tab_implementation.tex <==
% Auto-generated results table
\begin{tabular}{lr}
\hline
Metric & Value \\
\hline
\multicolumn{2}{l}{\textbf{Run status}} \\
Run status & complete, no violations \\
\multicolumn{2}{l}{\textbf{Detailed routing}} \\
Routed wire length on met2 & 42.0 mm \\
Post-detailed-route DRC marker count & 0 \\
DRC violation total after the first TritonRoute iteration & 2,320 \\
Remaining antenna violation count after routing & 0 \\
Number of optimization iterations in the first detailed-route pass & 6 \\
Ratio of routed vias to standard cells & 6.00 \\
Metal1 wirelength & 39.1 mm \\
Avg WL per Cell & 26.1 µm \\
WL met3 & 13.8 mm \\
Total Routed Length & 100 mm \\
Highest metal layer with signal wires & met5 \\
Total number of vias & 22,983 \\
\multicolumn{2}{l}{\textbf{STA}} \\
Worst rel slew slack & 30.3\% \\
Setup repair after global routing missed its margin & no \\
Number of max-slew violations in the final report & 0 \\
Sum Neg Setup Slack & 0 ps \\
Final setup viols & 0 \\
Final setup margin & 3970 ps \\
Ratio of final minimum period to clock period & 62.6\% \\
Minimum period implied by the final worst setup slack & 6630 ps \\
Post-Route Skew & 18.4 ps \\
Number of failing hold endpoints at the final stage & 0 \\
Worst-margin pin slew & 1040 ps \\
Upper clock frequency limit & 151 MHz \\
\multicolumn{2}{l}{\textbf{Synthesis}} \\
Cells in synth\_stat.txt & 2,777 \\
Async set-or-reset flop fraction in the synthesized netlist & 100\% \\
Registers, synthesis & 403 \\
Post-Syn Instances & 2,777 \\
Synth logic family & AND-OR/OR-AND gates \\
Post-synthesis cell type count & 91 \\
Mapped Area & 25,000 µm² \\
XOR/XNOR Area Share & 1.51\% \\
Number of warning messages in the yosys log & 5 \\
Average cell area after synthesis & 9.01 µm² \\
Most used flip-flop cell after synthesis & dfstp\_2 \\
Multiplexer share of the synthesized area & 10.3\% \\
Biggest area consumer among synthesized cells & dfstp\_2 \\
AND-OR/OR-AND share of the synthesized area & 25.0\% \\
Number of synthesized flops with an enable pin & 0 \\
Top area cell types & dfstp\_2 (27\%), dfrtp\_1 (15\%), o21ai\_0 (7.6\%) \\
Chip area from the yosys synthesis statistics & 25,000 µm² \\
Share of the yosys chip area belonging to registers & 41.6\% \\
Dominant cell area share & 27.0\% \\
Post-synthesis adder-cell area fraction & 2.09\% \\
Yosys simple share & 15.1\% \\
\multicolumn{2}{l}{\textbf{Cells and area}} \\
Combined flip-flop and latch cell area & 10,400 µm² \\
Summed area of non-filler cells in the final layout & 28,000 µm² \\
Combinational gate area & 13,600 µm² \\
Fillers & 8,387 \\
Proportion of layout cells with a drive suffix above 1 & 22.6\% \\
Area growth from synthesis to final layout & 12.0\% \\
Post-route non-filler standard cell count & 3,833 \\
\multicolumn{2}{l}{\textbf{Place}} \\
Total cell area at the placement stage & 26,500 µm² \\
Last weighted congestion value of the routability-driven placer & 1.00 \\
Number of placed instances with taps included & 3,753 \\
Total half-perimeter wirelength after legalization and detailed placement & 65.5 mm \\
Count of input and output buffers & 6 \\
Post-placement setup slack & 4440 ps \\
\multicolumn{2}{l}{\textbf{Critical path}} \\
Required time of the critical path & 11,060 ps \\
Ordered list of cells on the worst path & buf\_4, and2b\_1, a221oi\_1, o22ai\_1, buf\_4, ha\_2, fa\_2, buf\_4, nand2b\_1, nor2\_1, buf\_4, a221oi\_1, a21oi\_1, a221oi\_1, o22a\_1, o21ai\_0 \\
Peak fanout along the critical path & 47 \\
Total buffers and inverters traversed by the critical path & 4 \\
Data arrival time at the worst-slack endpoint & 7090 ps \\
Cell family contributing the most delay on the critical path & AND-OR/OR-AND gates \\
Critical path's most frequent cell & buf\_4 \\
Element type at the critical path start & flop \\
CP Class & reg2reg \\
Delay of the slowest cell on the worst path & 840 ps \\
Worst-path cell with the longest stage delay & a221oi\_1 \\
Setup crit end kind & flop \\
\multicolumn{2}{l}{\textbf{Clock tree}} \\
Count of instances resized after the clock tree is built & 0 \\
Clock slew at reported path FFs & 70 ps \\
Hold-fix buffers at CTS & 0 \\
Cts bufs inserted & 43 \\
Post-CTS setup buffers & 0 \\
TritonCTS clock tree & yes \\
H-tree depth & 2 \\
CTS root buffer & clkbuf\_16 \\
Clock Latency Late Sink & 590 ps \\
Clk sink count & 403 \\
Max clock buf depth & 3 \\
\multicolumn{2}{l}{\textbf{Global routing}} \\
Vias in the first global route & 21,726 \\
Global-route usage over all layers & 24.1\% \\
Maximum number of pins on one net before global-route repair & 121 \\
Number of antenna violations at the first check in global routing & 7 \\
First-pass GRT wire length & 148 mm \\
Sum of overflow across all layers after global routing & 0 \\
\multicolumn{2}{l}{\textbf{Run}} \\
Warning total across the stage logs & 34 \\
Max-cap viol count & 0 \\
\multicolumn{2}{l}{\textbf{Die}} \\
Horizontal die dimension & 291 µm \\
Number of standard-cell rows in the floorplan & 105 \\
Floorplan core density & 30.4\% \\
Core Region & 82,200 µm² \\
I/O pins & 10 \\
Die extent in y & 291 µm \\
Area of the die & 84,600 µm² \\
\multicolumn{2}{l}{\textbf{Worst hold path}} \\
HP Class & reg2reg \\
\hline
\end{tabular}
state kept, by name, indices dropped and copies added, names as in the netlist:
signal,cells
myrisc16x.pc,16
myrisc16x.reg__value,112
myrisc16x.inst,16
myrisc16x.mem__value,256
myrisc16x.xstate,3
cell usage in the layout, fill, tap and decap left out, types with 36 or more instances in the layout:
cell type  count
dfstp_2      257
o21ai_0      374
buf_4        124
mux2i_1       82
o31ai_1       40
nand4_1       36
nor2_1       115
mux2_2       104
dfrtp_1      143
nand3_1       55
clkbuf_16     43
nor3_1        42
a21oi_1      113
inv_1         45
ha_1          36
a221oi_1      85
a22oi_1       77
nand2_1      481
per-stage QoR:
step	utilization (%)	hold slack (ps)
floorplan	-	352
global placement	32.2	459
detailed placement	32.2	464
CTS	34.1	472
global route	34.1	489
finish	34.1	472
cell families after synthesis:
family | Yosys count
multiplexers | 212
buffers and inverters | 274
AND-OR/OR-AND | 953
other | 1
XOR/XNOR | 43
AND/OR/NAND/NOR | 851
flip-flops | 403
adder cells (fa/ha/maj) | 40
final cells by class:
type	count	area share, %
Multi-Input combinational cell	2100	48.4
Inverter	49	0.670
Clock inverter	19	0.996
Antenna cell	2	0.0179
Tap cell	1070	4.78
Sequential cell	403	37.2
Timing Repair Buffer	131	3.61
Clock buffer	59	4.41
worst register-to-register path, stage by stage (launching register included):
cell and delay [ps]:
dfrtp_1 320, buf_4 460, and2b_1 500, a221oi_1 310, o22ai_1 100, buf_4 190
ha_2 210, fa_2 740, buf_4 610, nand2b_1 510, nor2_1 320, buf_4 290
a221oi_1 360, a21oi_1 120, a221oi_1 840, o22a_1 460, o21ai_0 150
routing by layer:
metal / global-route usage (%) / up-vias
li1: - / 10202
met1: 32.6 / 11083
met2: 33.7 / 1325
met3: 11.4 / 355
met4: 9.05 / 18
met5: 2.72 / -
synthesized netlist by cell type, drive strengths merged (6+ instances only):
cell,count
mux2,104
nor3,42
and3,22
nand2b,13
nand3,56
or2,7
a221o,15
and2,28
a31oi,26
o31ai,41
o21ai,391
a211oi,9
or3,7
mux4,26
o221ai,26
clkbuf,185
nor2,115
buf,40
nor2b,20
a22o,35
nand2,482
a211o,8
xnor2,34
a32o,6
nor4,8
o22ai,19
ha,37
nand4,36
a221oi,86
dfrtp,146
a2111oi,7
o211ai,8
inv,46
mux2i,82
a22oi,77
xor2,9
o21a,17
a21oi,115
a21o,9
dfstp,257
worst paths after layout:
path,startpoint,end,slack (ps),depth (start not counted)
worst max-delay path,myrisc16x.inst[8],myrisc16x.reg__value[3][4],3970,16
worst min-delay path,myrisc16x.mem__value[0][1],myrisc16x.mem__value[0][1],470,2
worst min register to register,myrisc16x.mem__value[0][1],myrisc16x.mem__value[0][1],470,2
min in group asynchronous,PMOD4,myrisc16x.inst[6],2120,3
worst max register to register,myrisc16x.inst[8],myrisc16x.reg__value[3][4],3970,16
max in group asynchronous,PMOD4,myrisc16x.reg__value[3][8],6620,5
