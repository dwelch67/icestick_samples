<file path="/design/flow/config.mk">
export PLATFORM = sky130hd
export DESIGN_NAME = core
export DESIGN_NICKNAME = core
export VERILOG_FILES = /design/flow/design.v
export SDC_FILE = /design/flow/constraint.sdc
export NUM_CORES = 4
export LEC_CHECK = 1
export CORE_UTILIZATION = 50
</file>
<file path="/design/flow/constraint.sdc">
current_design core

set clk_period 10.3
set clk_io_pct 0.2

create_clock -name clk0 -period $clk_period [get_ports {clock_in}]

set non_clock_inputs [all_inputs -no_clocks]
set_input_delay [expr $clk_period * $clk_io_pct] -clock clk0 $non_clock_inputs
set_output_delay [expr $clk_period * $clk_io_pct] -clock clk0 [all_outputs]
</file>
<file path="/design/flow/design.v">
module core
(
    clock_in,
    mem_in,
    reset_in,
    led_out,
    mem_fetch,
    mem_we,
    mem_oe,
    mem_add,
    mem_out
);
    input clock_in;
    input [15:0]mem_in;
    input reset_in;
    output [7:0]led_out;
    output mem_fetch;
    output mem_we;
    output mem_oe;
    output [15:0]mem_add;
    output [15:0]mem_out;
    reg [7:0]led_out;
    reg mem_fetch;
    reg mem_we;
    reg mem_oe;
    reg [15:0]mem_add;
    reg [15:0]mem_out;
    reg [15:0]psr;
    reg [15:0]pc;
    reg [15:0]reg__value[7:0];
    reg [1:0]xstate;
    reg [15:0]inst;
    reg [7:0]led;
    reg [2:0]xsr2;
    reg [2:0]xsr1;
    reg [2:0]xdr;
    reg [7:0]trap;
    reg [15:0]op_res;
    reg [15:0]op_b;
    reg [15:0]op_a;
    reg [1:0]xstate_next;
    reg [15:0]pc_next;
    always @(  
        xstate or
        inst or
        pc or
        reg__value[0] or
        reg__value[1] or
        reg__value[2] or
        reg__value[3] or
        reg__value[4] or
        reg__value[5] or
        reg__value[6] or
        reg__value[7]         
 or
        psr or
        mem_in or
        led )
    begin: the_code__comb_code
    reg mem_oe__var;
    reg mem_we__var;
    reg [15:0]mem_add__var;
    reg [15:0]mem_out__var;
    reg mem_fetch__var;
    reg [2:0]xdr__var;
    reg [2:0]xsr1__var;
    reg [2:0]xsr2__var;
    reg [15:0]op_a__var;
    reg [15:0]op_b__var;
    reg [15:0]op_res__var;
    reg [7:0]trap__var;
    reg [1:0]xstate_next__var;
        pc_next = 16'h0;
        mem_oe__var = 1'h0;
        mem_we__var = 1'h0;
        mem_add__var = 16'h0;
        mem_out__var = 16'h0;
        mem_fetch__var = 1'h0;
        xdr__var = 3'h0;
        xsr1__var = 3'h0;
        xsr2__var = 3'h0;
        op_a__var = 16'h0;
        op_b__var = 16'h0;
        op_res__var = 16'h0;
        trap__var = 8'h0;
        led_out = led;
        case (xstate) //synopsys parallel_case
        2'h0:  
            begin
            xstate_next__var = 2'h1;
            end
        2'h1:  
            begin
            xstate_next__var = 2'h2;
            mem_oe__var = 1'h1;
            mem_fetch__var = 1'h1;
            mem_add__var = pc;
            end
        2'h2:  
            begin
            xstate_next__var = 2'h1;
            case (inst[15:12]) //synopsys parallel_case
            4'h1:  
                begin
                if ((inst[5]==1'h0))
                begin
                    xdr__var = inst[11:9];
                    xsr1__var = inst[8:6];
                    xsr2__var = inst[2:0];
                    op_a__var = reg__value[xsr1__var];
                    op_b__var = reg__value[xsr2__var];
                end  
                else
                begin
                    xdr__var = inst[11:9];
                    xsr1__var = inst[8:6];
                    op_a__var = reg__value[xsr1__var];
                    if ((inst[4]==1'h0))
                    begin
                        op_b__var = {11'h0,inst[4:0]};
                    end  
                    else
                    begin
                        op_b__var = {11'h7ff,inst[4:0]};
                    end  
                end  
                op_res__var = (op_a__var+op_b__var);
                end
            4'h5:  
                begin
                if ((inst[5]==1'h0))
                begin
                    xdr__var = inst[11:9];
                    xsr1__var = inst[8:6];
                    xsr2__var = inst[2:0];
                    op_a__var = reg__value[xsr1__var];
                    op_b__var = reg__value[xsr2__var];
                end  
                else
                begin
                    xdr__var = inst[11:9];
                    xsr1__var = inst[8:6];
                    op_a__var = reg__value[xsr1__var];
                    if ((inst[4]==1'h0))
                    begin
                        op_b__var = {11'h0,inst[4:0]};
                    end  
                    else
                    begin
                        op_b__var = {11'h7ff,inst[4:0]};
                    end  
                end  
                op_res__var = (op_a__var & op_b__var);
                end
            4'h0:  
                begin
                if (((inst[11:9] & psr[2:0])!=3'h0))
                begin
                    op_a__var = pc;
                    if ((inst[8]==1'h0))
                    begin
                        op_b__var = {7'h0,inst[8:0]};
                    end  
                    else
                    begin
                        op_b__var = {7'h7f,inst[8:0]};
                    end  
                    op_res__var = (op_a__var+op_b__var);
                end  
                end
            4'hc:  
                begin
                xsr1__var = inst[8:6];
                end
            4'h4:  
                begin
                if ((inst[11]==1'h1))
                begin
                    op_a__var = pc;
                    if ((inst[10]==1'h0))
                    begin
                        op_b__var = {5'h0,inst[10:0]};
                    end  
                    else
                    begin
                        op_b__var = {5'h1f,inst[10:0]};
                    end  
                    op_res__var = (op_a__var+op_b__var);
                end  
                else
                begin
                    xsr1__var = inst[8:6];
                end  
                end
            4'h2:  
                begin
                xdr__var = inst[11:9];
                op_a__var = pc;
                if ((inst[8]==1'h0))
                begin
                    op_b__var = {7'h0,inst[8:0]};
                end  
                else
                begin
                    op_b__var = {7'h7f,inst[8:0]};
                end  
                mem_add__var = (op_a__var+op_b__var);
                mem_oe__var = 1'h1;
                op_res__var = mem_in;
                end
            4'h6:  
                begin
                xdr__var = inst[11:9];
                xsr1__var = inst[8:6];
                op_a__var = reg__value[xsr1__var];
                if ((inst[5]==1'h0))
                begin
                    op_b__var = {10'h0,inst[5:0]};
                end  
                else
                begin
                    op_b__var = {10'h3ff,inst[5:0]};
                end  
                mem_add__var = (op_a__var+op_b__var);
                mem_oe__var = 1'h1;
                op_res__var = mem_in;
                end
            4'he:  
                begin
                xdr__var = inst[11:9];
                op_a__var = pc;
                if ((inst[8]==1'h0))
                begin
                    op_b__var = {7'h0,inst[8:0]};
                end  
                else
                begin
                    op_b__var = {7'h7f,inst[8:0]};
                end  
                op_res__var = (op_a__var+op_b__var);
                end
            4'h9:  
                begin
                xdr__var = inst[11:9];
                xsr1__var = inst[8:6];
                op_a__var = reg__value[xsr1__var];
                op_res__var = ~op_a__var;
                end
            4'h3:  
                begin
                xdr__var = inst[11:9];
                op_a__var = pc;
                if ((inst[8]==1'h0))
                begin
                    op_b__var = {7'h0,inst[8:0]};
                end  
                else
                begin
                    op_b__var = {7'h7f,inst[8:0]};
                end  
                mem_add__var = (op_a__var+op_b__var);
                mem_we__var = 1'h1;
                mem_out__var = reg__value[xdr__var];
                end
            4'h7:  
                begin
                xdr__var = inst[11:9];
                xsr1__var = inst[8:6];
                op_a__var = reg__value[xsr1__var];
                if ((inst[5]==1'h0))
                begin
                    op_b__var = {10'h0,inst[5:0]};
                end  
                else
                begin
                    op_b__var = {10'h3ff,inst[5:0]};
                end  
                mem_add__var = (op_a__var+op_b__var);
                mem_we__var = 1'h1;
                mem_out__var = reg__value[xdr__var];
                end
            4'hf:  
                begin
                trap__var = inst[7:0];
                if ((trap__var==8'h25))
                begin
                    xstate_next__var = 2'h3;
                end  
                end
            default:  
                begin
                xstate_next__var = 2'h3;
                end
            endcase
            end
        default:  
            begin
            xstate_next__var = 2'h3;
            mem_add__var = 16'hffff;
            end
        endcase
        mem_oe = mem_oe__var;
        mem_we = mem_we__var;
        mem_add = mem_add__var;
        mem_out = mem_out__var;
        mem_fetch = mem_fetch__var;
        xdr = xdr__var;
        xsr1 = xsr1__var;
        xsr2 = xsr2__var;
        op_a = op_a__var;
        op_b = op_b__var;
        op_res = op_res__var;
        trap = trap__var;
        xstate_next = xstate_next__var;
    end  
    always @( posedge clock_in or posedge reset_in)
    begin : the_code__posedge_clock_in_active_high_reset_in__code
        if (reset_in==1'b1)
        begin
            pc <= 16'h3000;
            reg__value[0] <= 16'h0;
            reg__value[1] <= 16'h0;
            reg__value[2] <= 16'h0;
            reg__value[3] <= 16'h0;
            reg__value[4] <= 16'h0;
            reg__value[5] <= 16'h0;
            reg__value[6] <= 16'h0;
            reg__value[7] <= 16'h0;
            inst <= 16'hffff;
            psr <= 16'h0;
            led <= 8'h0;
            xstate <= 2'h0;
        end
        else
        begin
            case (xstate) //synopsys parallel_case
            2'h0:  
                begin
                pc <= 16'h3000;
                reg__value[0] <= 16'h0;
                reg__value[1] <= 16'h1;
                reg__value[2] <= 16'h2;
                reg__value[3] <= 16'h3;
                reg__value[4] <= 16'h0;
                reg__value[5] <= 16'h0;
                reg__value[6] <= 16'h0;
                reg__value[7] <= 16'h0;
                end
            2'h1:  
                begin
                pc <= (pc+16'h1);
                inst <= mem_in;
                end
            2'h2:  
                begin
                inst <= inst;
                case (inst[15:12]) //synopsys parallel_case
                4'h1:  
                    begin
                    if ((op_res[15]==1'h0))
                    begin
                        if ((op_res==16'h0))
                        begin
                            psr[2:0] <= 3'h2;
                        end  
                        else
                        begin
                            psr[2:0] <= 3'h1;
                        end  
                    end  
                    else
                    begin
                        psr[2:0] <= 3'h4;
                    end  
                    reg__value[xdr] <= op_res[15:0];
                    end
                4'h5:  
                    begin
                    if ((op_res[15]==1'h0))
                    begin
                        if ((op_res==16'h0))
                        begin
                            psr[2:0] <= 3'h2;
                        end  
                        else
                        begin
                            psr[2:0] <= 3'h1;
                        end  
                    end  
                    else
                    begin
                        psr[2:0] <= 3'h4;
                    end  
                    reg__value[xdr] <= op_res[15:0];
                    end
                4'h0:  
                    begin
                    if (((inst[11:9] & psr[2:0])!=3'h0))
                    begin
                        pc <= op_res;
                    end  
                    end
                4'hc:  
                    begin
                    pc <= reg__value[xsr1];
                    end
                4'h4:  
                    begin
                    reg__value[7] <= pc;
                    if ((inst[11]==1'h1))
                    begin
                        pc <= op_res;
                    end  
                    else
                    begin
                        pc <= reg__value[xsr1];
                    end  
                    end
                4'h2:  
                    begin
                    if ((op_res[15]==1'h0))
                    begin
                        if ((op_res==16'h0))
                        begin
                            psr[2:0] <= 3'h2;
                        end  
                        else
                        begin
                            psr[2:0] <= 3'h1;
                        end  
                    end  
                    else
                    begin
                        psr[2:0] <= 3'h4;
                    end  
                    reg__value[xdr] <= op_res;
                    end
                4'h6:  
                    begin
                    if ((op_res[15]==1'h0))
                    begin
                        if ((op_res==16'h0))
                        begin
                            psr[2:0] <= 3'h2;
                        end  
                        else
                        begin
                            psr[2:0] <= 3'h1;
                        end  
                    end  
                    else
                    begin
                        psr[2:0] <= 3'h4;
                    end  
                    reg__value[xdr] <= op_res;
                    end
                4'he:  
                    begin
                    if ((op_res[15]==1'h0))
                    begin
                        if ((op_res==16'h0))
                        begin
                            psr[2:0] <= 3'h2;
                        end  
                        else
                        begin
                            psr[2:0] <= 3'h1;
                        end  
                    end  
                    else
                    begin
                        psr[2:0] <= 3'h4;
                    end  
                    reg__value[xdr] <= op_res;
                    end
                4'h9:  
                    begin
                    if ((op_res[15]==1'h0))
                    begin
                        if ((op_res==16'h0))
                        begin
                            psr[2:0] <= 3'h2;
                        end  
                        else
                        begin
                            psr[2:0] <= 3'h1;
                        end  
                    end  
                    else
                    begin
                        psr[2:0] <= 3'h4;
                    end  
                    reg__value[xdr] <= op_res[15:0];
                    end
                4'h3:  
                    begin
                    end
                4'h7:  
                    begin
                    end
                4'hf:  
                    begin
                    if ((trap==8'h30))
                    begin
                        led <= (led+8'h1);
                    end  
                    end
                default:  
                    begin
                    end
                endcase
                end
            default:  
                begin
                inst <= inst;
                pc <= 16'hffff;
                end
            endcase
            xstate <= xstate_next;
        end  
    end  
endmodule  
</file>
<file path="/design/flow/run.sh">
#!/bin/bash
# OpenROAD 26Q1-2900-gdf79404cd8, Yosys 0.63+post, stock flow scripts
make -C /OpenROAD-flow-scripts/flow DESIGN_CONFIG=/design/flow/config.mk WORK_HOME=/design/flow/orfs finish
</file>
==> summary.txt <==
Quick summary of the implementation run below.

The setup slack of the most critical reg-to-reg path is 3.89 ns. The sequential cell fraction of total power is 28.1%. The number of gates resized after cts came out at 0.

The script logs the ratio of routed vias to standard cells as 7.08. TritonCTS built the clock tree. The final-report max-slew violation count is 0. The initial antenna violation count is 0.

The switching power of the nets came out at 0.00262 W. Data on the critical path arrives at its endpoint at 5.92 ns. The initialized floorplan defines 62 standard-cell rows. The sequential-to-total area share from yosys stat is 29.2%. Buffers inserted to repair hold after CTS numbered 0. The number of distinct standard cells referenced by the synthesized netlist is 95. The cell occurring most often along the worst timing path is sky130_fd_sc_hd__a21oi_1. A synthesized cell averages 7.83 sq um. The area growth from synthesis to layout is 10.5%. The clock skew after layout came out at 0.0209 ns. Per the synth log, the flip-flop and latch total comes to 174.

Per STA, the worst path accumulates the most delay in the family AND-OR/OR-AND gates. The synthesized design spends more area on one cell type than any other, namely sky130_fd_sc_hd__dfrtp_1. The switching portion of total power comes to 52.5%.

The average wire per standard cell is 28.9 microns. The fraction of layout cells with a size suffix above 1 came out at 9.29%. The overall fraction of global-route tracks in use is 45.2%.

The peak supply drop came out at 0.191 mV. The placed wire-length estimate is 48300 microns. The count of routing violations after the opening detailed-route iteration came out at 2093. Endpoints failing hold in the final report were tallied at 0. Ranked by total cell area, the synthesized netlist is headed by sky130_fd_sc_hd__dfrtp_1 26%, sky130_fd_sc_hd__o21ai_0 7.5%, sky130_fd_sc_hd__nand2_1 6.5%. The synthesis run shows the most used standard cells to be 261 x sky130_fd_sc_hd__nand2_1, 223 x sky130_fd_sc_hd__o21ai_0, 155 x sky130_fd_sc_hd__dfrtp_1.

The length of routed met3 wiring came out at 8900 microns. The number of post-CTS setup repair buffers is 0. The Yosys chip area is 15000 sq um. The standard cell core area came out at 29100 sq um.

The synthesis report lists the Yosys warning total as 3. The leakage dissipation is 6.75 nW. The clock-pin slew on the worst setup and hold paths came out at 0.07 ns. The final cell count without fillers came out at 2301. The path type of the worst setup path is reg -> out.

The worst setup path is captured at an output port. The detailed-routing iteration count for the pre-antenna-repair pass came out at 8. Setup total negative slack on the finished layout was measured at 0 ns. The DRC violation total left in the routed layout is recorded as 0.

The flow ran to the end, and the final reports show no timing, DRC or antenna violations. Setup repair after global routing left no endpoint under its margin. The highest clock rate came out at 125 MHz. The width of the die is 175 microns.

For this run the aggregate overflow at the end of global routing stands at 0. The largest single stage delay on the critical path is 1.00 ns. The combinational cell fraction of total power is 58.9%. The post-synth count of flops with an enable pin is 0. 0 antenna diodes ended up in the layout. The total setup violations reported at the end of the flow is 0.

For this design, Yosys synthesis ends with a cell count of 1912. sky130_fd_sc_hd__nand2_1 is the most common cell in the netlist. Entering global routing, the biggest net connects 82 pins.

The power per cell area came out at 301 nW/um^2. The pin slew with the least headroom to its limit is 1.02 ns. The critical path data required time is 8.24 ns. The min-delay analysis places its worst path in the category reg -> reg. The routed wirelength on the met1 layer is recorded as 26500 microns.

The number of global-route vias before repair came out at 15124. The share of the clock period used by the worst path after layout is 77.5%. The biggest fanout along the worst timing path is 30. The number of buffers created by CTS came out at 17.

The cell area after synthesis came out at 15000 sq um. The summed area of non-filler cells in the final layout came out at 16600 sq um. The number of fillers in the final layout is 2644. Hold is met by 0.481 ns. The area of placed instances came out at 16000 sq um.

In this run the tool buffered the top-level ports with 60 buffer cells. Listed in order, past its start point the critical path passes buf_4 -> and2b_1 -> a221oi_1 -> nor2_1 -> a221oi_1 -> nor2_1 -> ha_1 -> inv_1 -> fa_1 -> nor2b_1 -> o21ai_0 -> a21oi_1 -> o211ai_1 -> a21oi_1 -> nor3_1 -> o41ai_1 -> xor2_1 -> a21oi_1 -> o21ai_1 -> clkdlybuf4s50_1. The placer congestion estimate came out at 1.05. Synthesis handed over a netlist of 1912 instances. The share of Yosys cell area claimed by the top area cell type is 25.9%. The clock insertion delay at the later pin of the skew report came out at 0.46 ns.

TritonCTS reports the number of clock sinks as 174. The clock period could shrink to 7.98 ns. The internal power is 0.00237 W.

The tree is rooted in a sky130_fd_sc_hd__clkbuf_16. The slowest stage of the critical path is the sky130_fd_sc_hd__dfstp_2 cell. The post-placement worst setup slack came out at 2.90 ns. After floorplanning, the die was sized to cover 30600 sq um. For this run, asynchronously set or reset flops after synthesis account for 100%. The overall die height came out at 175 microns. The final critical-path setup slack is 2.32 ns. For this block, the routed nets add up to 66500 microns of wire. The number of routed nets with antenna violations came out at 0.

The H-tree was split into 4 levels. In this run the top signal layer used is met4. The startpoint kind of the worst setup timing path is a flop. For this design the top-level I/O count stands at 61. The global-route wire length before repair came out at 99000 microns.

The share of the core area taken by cells at floorplan is 51.5%. The detailed router placed 16286 vias in this run. The worst slew slack as a fraction of its limit came out at 31.8%. The clock network accounts for 13.0% of the total power.

Wire segments on met2 add up to 27500 microns in the final route. The report counts max-capacitance violations totalling 0. The number of buffers between clock root and the deepest sink came out at 2. The main flop type after synthesis is sky130_fd_sc_hd__dfrtp_1.

The tool warning count came out at 25. Counting tap cells, the placed design contains a total of 2269 instances. The script reports the combined buffer and inverter count of the critical path as 3.
## metal layers
layer  global-route usage [%]  up-vias
met5                        0        -
met4                     19.9        0
met3                     17.7      220
met2                     62.0     1242
met1                     64.4     7703
li1                         -     7121
## cells in the final DEF, fill, tap and decap left out, drive strengths merged, types with 9 or more instances in the layout
cell type / instances
o31ai: 21
a21o: 17
a22o: 38
a22oi: 20
o21ai: 268
nor2: 129
ha: 54
dfrtp: 155
nand4: 12
or3: 9
o221ai: 9
a32oi: 13
or2: 9
a221oi: 59
and2: 9
o211ai: 17
inv: 59
nor2b: 14
nand3: 52
o22ai: 22
nor4: 13
a21oi: 150
nor3: 20
and3: 12
mux2i: 64
a31oi: 14
a211oi: 21
mux4: 9
buf: 57
o21a: 10
xor2: 21
nand2: 261
mux2: 26
dfstp: 19
nand2b: 25
clkinv: 10
clkbuf: 18
clkdlybuf4s50: 60
xnor2: 26
## state kept, by name, indices dropped and copies added (netlist names)
signal and cells:
xstate 3, pc 16, psr 3, inst 16
led 8, reg__value 128
## cell families (layout without fill, tap and decap cells)
| family | Yosys count | in the layout | share of synthesized area (%) |
|---|---|---|---|
| AOI/OAI and AO/OA | 750 | 750 | 32.5 |
| and+or+nand+nor | 584 | 584 | 17.8 |
| buffers and inverters | 200 | 205 | 5.16 |
| DFF | 174 | 174 | 29.2 |
| muxes | 99 | 99 | 7.59 |
| adders and majority gates | 57 | 57 | 4.91 |
| xor gates and xnor gates | 47 | 47 | 2.75 |
| other | 1 | 1 | 0.0250 |
## power groups by stage
stage	logic [W]	clock network, W	registers, W
4_1_cts	0.00284	0.000654	0.00137
5_1_grt	0.00316	0.000678	0.00142
6_report	0.00294	0.000647	0.00140
## final cells by class
class	count	area (sq um)	area share, %
clock inverter	14	129	0.779
sequential	174	4380	26.5
tap	384	480	2.90
clock buffer	18	439	2.65
multi-input combinational	1538	9880	59.7
timing repair buffer	117	1030	6.21
inverter	56	215	1.30
## through the flow
step / utilization, % / total power (W)
after floorplan: - / 0.00312
after global placement: 54.9 / 0.00420
after detailed placement: 54.9 / 0.00420
after CTS: 56.9 / 0.00487
after global routing: 56.9 / 0.00525
final: 56.9 / 0.00499
## path summary, 6_finish.rpt
check                                        end      from  depth (start not counted)
worst min register to register            led[7]    led[7]                          1
worst min-delay path                      led[7]    led[7]                          1
max in group asynchronous              xstate[2]  reset_in                          3
min in group asynchronous       reg__value[1][7]  reset_in                          2
worst max register to register            pc[12]   inst[0]                         17
worst max-delay path                 mem_add[14]   inst[7]                         20
Power is estimated from default activity; no workload was simulated.
